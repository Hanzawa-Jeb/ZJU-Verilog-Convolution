===== design/flow/config.mk =====
export PLATFORM = sky130hd
export DESIGN_NAME = Multiplier
export DESIGN_NICKNAME = Multiplier
export VERILOG_FILES = /design/flow/design.v
export SDC_FILE = /design/flow/constraint.sdc
export NUM_CORES = 4
export LEC_CHECK = 1
export CORE_UTILIZATION = 40

===== design/flow/constraint.sdc =====
current_design Multiplier

set clk_period 13.2
set clk_io_pct 0.2

create_clock -name clk0 -period $clk_period [get_ports {clk}]

set non_clock_inputs [all_inputs -no_clocks]
set_input_delay [expr $clk_period * $clk_io_pct] -clock clk0 $non_clock_inputs
set_output_delay [expr $clk_period * $clk_io_pct] -clock clk0 [all_outputs]

===== design/flow/design.v =====
module Multiplier #(
    parameter LEN = 32
) (
    input clk,
    input rst,
    input [LEN-1:0] multiplicand,
    input [LEN-1:0] multiplier,
    input start,
    output [LEN*2-1:0] product,
    output finish
);
    localparam PRODUCT_LEN = LEN*2;
    logic [LEN-1:0] multiplicand_reg;
    logic [PRODUCT_LEN-1:0] product_reg;
    localparam CNT_LEN = $clog2(LEN);
    localparam CNT_NUM = LEN - 1;
    typedef enum logic [1:0] {IDLE, WORK, FINAL} fsm_state;
    fsm_state fsm_state_reg;
    logic [CNT_LEN-1:0] work_cnt;
    logic finish_reg = 0;
    logic [LEN:0] add_result;
    always_ff@(posedge clk or posedge rst)begin
        if (rst) begin
            fsm_state_reg <= IDLE;
        end else begin
            case(fsm_state_reg)
                IDLE:
                if(start) fsm_state_reg <= WORK;
                else fsm_state_reg <= IDLE;
                WORK:
                if(work_cnt == 0) fsm_state_reg <= FINAL;
                FINAL:
                fsm_state_reg <= IDLE;
                default:
                fsm_state_reg <= IDLE;
            endcase
        end
    end
    always_comb begin
        add_result = {1'b0, product_reg[PRODUCT_LEN-1:LEN]} + {1'b0, multiplicand_reg};
    end
    always_ff@(posedge clk)begin
        case(fsm_state_reg)
            IDLE: begin
                multiplicand_reg <= multiplicand;
                product_reg <= {{LEN{1'b0}}, multiplier};
                finish_reg <= 0;
                work_cnt <= (CNT_LEN)'(LEN - 1);
            end
            WORK: begin
                work_cnt <= work_cnt - 1;
                if (product_reg[0]) begin
                    product_reg <= {add_result[LEN], add_result[LEN-1:0], product_reg[LEN-1:1]};
                end else begin
                    product_reg <= {1'b0, product_reg[PRODUCT_LEN-1:1]};
                end
            end
            FINAL: begin
                product_reg <= product_reg;
                finish_reg <= 1;
            end
            default: product_reg <= product_reg;
        endcase
    end
    assign product = product_reg;
    assign finish = finish_reg;
endmodule

===== design/flow/run.sh =====
#!/bin/bash
# OpenROAD 26Q1-2900-gdf79404cd8, Yosys 0.63+post, stock flow scripts
make -C /OpenROAD-flow-scripts/flow DESIGN_CONFIG=/design/flow/config.mk WORK_HOME=/design/flow/orfs finish

==> flow_results.org <==
#+TITLE: Physical design notes

** Outcome
- The run finished with clean final reports.

** GRT
- The global route stage reports its total congestion overflow as 0.
- Wire length of the first global-routing pass :: 19700 microns
- The via count of the first global-routing pass was approximately 4000.
- Entering global routing, the biggest net connects roughly 50 pins.
- All-Layer GR Usage :: a little under a fifth
- Antenna violations before repair :: 0

** STA
- Worst-margin pin slew :: around 0.70 ns
- Per the finish-stage timing summary, setup violations number 0.
- Setup Skew :: between 0.01 and 0.015 ns
- After routing, the total negative slack on setup checks comes to 0 ns.
- The clock period could shrink to between 4 and 5 ns.
- Max Fclk :: 229 MHz
- Crit share post-route :: 33.1%
- Worst slew margin relative to its limit :: between 50% and 60%
- Final count of hold timing violations :: 0
- RSZ-0062 raised after global routing :: false
- Per the final report, max-transition violations number 0.

** Logic synthesis
- Counting flops with a built-in enable in the synthesized netlist gives around 100.
- Mapped Cells :: 464
- YS chip area :: roughly 0.0057 sq mm
- Fraction of registers with async set/reset :: under 10%
- After synthesis, flip-flops and latches occupy 55.4% of the total area.
- Yosys mapped the design onto about 54 distinct sky130hd cell types.
- Dominant Register Cell :: sky130_fd_sc_hd__edfxtp_1
- Avg Synthesized Cell Area :: 12.2 sq um
- Post-Synthesis Cell Area :: roughly 0.0057 sq mm
- Synthesis inferred about 110 register bits.
- Per the Yosys statistics, synthesis produced 464 cells.
- The warning tally printed by Yosys for this design is 1.

** CTS
- # H-tree levels :: 3
- Clock input transition at the sequential cells of the worst setup and hold paths :: roughly 0.08 ns
- In this run the post-CTS setup repair buffer count came out at 0.
- TritonCTS created 9 clock buffers.
- Number of buffers on the longest clock path :: 2
- TritonCTS built the clock tree.
- Insertion delay at the late pin of the worst-skew pair :: between 0.3 and 0.4 ns
- Hold repair after CTS inserted 0 buffers.
- The clock net in this run drives a total of between 100 and 150 sinks.
- Looking at the clock tree report, the root buffer type is sky130_fd_sc_hd__clkbuf_16.
- Post-cts gate resize count :: 0

** Drt
- TritonRoute reported its final design rule violation total as 0.
- Detailed routing inserted a total of between 4000 and 5000 vias.
- Antenna diode count :: 0
- Total routed wirelength :: between 10000 and 15000 microns
- The detailed router finished its first iteration with 209 violations.
- First-pass DRT Iterations :: 4
- Once detail routing completed, the nets flagged for antenna violations numbered 0.
- WL per Instance :: 15.7 microns
- Post-DR vias/cell :: 5.23

** Final layout
- P&R area growth vs syn :: 32.3%
- Fraction of final layout cells with drive strength greater than 1 :: a little over a tenth
- Largest register FFs :: 64
- Tally of non-filler cells in the final layout :: around 780

** Die
- Die H :: about 120 microns
- IO Count :: 132
- Chip Area :: approximately 0.015 sq mm
- Core Util at FP :: 41.0%
- The horizontal die dimension reported for this design is about 120 microns.
- CORE AREA :: about 0.014 sq mm
- The report lists the number of standard-cell rows as approximately 43.

** Setup path
- The worst setup path is launched from a register.
- Largest fanout of any net on the critical path :: approximately 42
- Data on the critical path is required at its endpoint by roughly 11 ns.
- STA classifies the critical path endpoint as an output port.
- STA puts the critical path data arrival time at ~1.7 ns.
- Looking at the setup timing report, the critical path kind is reg2out.

** Placement
- Post-detailed-placement half-perimeter wirelength :: 8400 microns
- In this run, placement finished with an instance count of roughly 770.
- Final weighted congestion in routability-driven placement :: just over 0.9
- Per the placement log, port buffering inserted 131 buffers.

** Pwr
- Power comes to 670 uW.
- Summed over all cells, the static leakage comes to approximately 0.0027 uW.
- PD cells :: approximately 89 mW/mm^2
- Maximum vdd drop :: 0.0648 mV

** Flow run
- Max Cap Viol :: 0
- The tool warning count for the run is 25.

** Worst hold path
- Min-delay worst type :: reg2reg
==> synth_stat cells (all sizes together) (7+ instances only) <==
cell type  number  area [sq um]
edfxtp        102          3060
nor2           43           161
a21oi          33           165
ha             33           413
mux2           31           349
nand2          31           116
o21ai          27           143
mux2i          17           170
a21o           14           106
inv            12          45.0
xnor2          12           105
clkbuf          9          33.8
xor2            8          70.1
a211oi          7          52.6
nor2b           7          43.8
==> critical path, stage by stage, from the launching register on <==
cell                              delay (ns)
sky130_fd_sc_hd__edfxtp_1               0.33
sky130_fd_sc_hd__buf_4                  0.46
sky130_fd_sc_hd__clkdlybuf4s50_1        0.58
==> where the power goes <==
group | switching, uW | internal, uW
logic | 3.80 | 20.3
clock network | 132 | 152
registers | 0 | 363
total | 136 | 535
==> stage by stage <==
stage | setup slack (ns) | util [%] | hold WS [ns] | instance area, sq um
2_1_floorplan | 10.07 | - | 0.438 | 5670
3_3_place_gp | 9.20 | 52.0 | 0.459 | 7190
3_5_place_dp | 9.20 | 52.0 | 0.466 | 7190
4_1_cts | 8.79 | 54.2 | 0.486 | 7500
5_1_grt | 8.72 | 54.2 | 0.489 | 7500
6_report | 8.83 | 54.2 | 0.487 | 7500
==> worst paths after layout <==
check                                  from  slack [ns]  cells after the start                to
min                        fsm_state_reg[1]        0.49                      0        finish_reg
max in group asynchronous               rst       10.55                      2  fsm_state_reg[0]
min reg2reg                fsm_state_reg[1]        0.49                      0        finish_reg
min in group asynchronous               rst        2.44                      2  fsm_state_reg[2]
max reg2reg                 product_reg[32]        9.82                     11   product_reg[57]
max                          product_reg[0]        8.83                      2        product[0]
==> cell usage in the layout (no fill, tap or decap), types with 13 or more instances in the layout <==
master                            Yosys  routed
sky130_fd_sc_hd__a21o_1              13      13
sky130_fd_sc_hd__nand2_1             31      31
sky130_fd_sc_hd__a21oi_1             33      33
sky130_fd_sc_hd__nor2_1              43      43
sky130_fd_sc_hd__ha_1                33      33
sky130_fd_sc_hd__o21ai_0             25      25
sky130_fd_sc_hd__mux2i_1             17      17
sky130_fd_sc_hd__clkdlybuf4s50_1      0     131
sky130_fd_sc_hd__mux2_2              31      31
sky130_fd_sc_hd__edfxtp_1           102     102
==> area by class of cell <==
| cell class | count | area [sq um] |
|---|---|---|
| repair buffers | 136 | 1350 |
| well taps | 180 | 225 |
| inverters | 12 | 45.0 |
| multi-input cells | 333 | 2430 |
| clock inverters | 7 | 85.1 |
| fillers | 1225 | 6330 |
| clock buffers | 9 | 225 |
| flip-flops and latches | 105 | 3140 |
==> per-layer routing <==
metal,track usage (%),vias up,share of wire [%]
met5,0,-,0
met4,1.47,0,0.89
met3,7.34,8,9.0
met2,27.9,123,45
met1,27.5,1920,45
li1,-,2036,-
==> cell families after synthesis <==
family	Yosys count	synth area share, %
xor gates and xnor gates	20	3.09
buffers and inverters	26	1.72
AOI/OAI and AO/OA	113	12.9
and+or+nand+nor	118	10.1
DFF	105	55.4
adders and majority gates	34	7.64
muxes	48	9.16
Power figures rest on the tool's default switching activity, not on a simulated workload.
